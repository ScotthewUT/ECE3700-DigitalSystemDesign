<file path="./design.v">
module button_to_reg(clk, rst_btn, start_btn, stop_btn, rst_reg, start_reg, stop_reg);
	input clk, rst_btn, start_btn, stop_btn;
	output reg rst_reg, start_reg, stop_reg;
	always @(posedge clk) begin
		if (rst_btn == 1) begin
			rst_reg   <= 1;
			start_reg <= 0;
			stop_reg  <= 0;
		end
		else if(start_btn == 0) begin
			rst_reg   <= 0;
			start_reg <= 1;
			stop_reg  <= 0;
		end
		else if(stop_btn == 0) begin
			rst_reg   <= 0;
			start_reg <= 0;
			stop_reg  <= 1;
		end
		else begin
			rst_reg   <= rst_reg;
			start_reg <= start_reg;
			stop_reg  <= stop_reg;
		end
	end
endmodule
module clock_divider(clk_50MHz, rst, clk_1Hz);
	input clk_50MHz, rst;
	output reg clk_1Hz;
	reg [24:0] count;		 
	always @(posedge clk_50MHz, posedge rst) begin
		if(rst == 1) begin
			count <= 0;
			clk_1Hz <= 0;
		end
		else if(count == 25_000_000) begin
			count <= 0;
			clk_1Hz <= ~clk_1Hz;
		end
		else begin
			count <= count + 1;
			clk_1Hz <= clk_1Hz;
		end
	end
endmodule
module dff_4bit_v2 (D, Q, clk, rst, start, stop);
	input [3:0] D;
	input clk, rst, start, stop;
	output reg [3:0] Q;
	always @(posedge clk, posedge rst) begin
		if(rst == 1) Q <= 0;
		else if(stop == 1) Q <= Q;
		else if(start == 1) Q <= D;
		else Q <= D;
	end
endmodule
module hex_to_7seg (hex, out_7seg);
	input [3:0] hex;
	output reg [6:0] out_7seg;
	always @* begin
		case (hex)
			'h0:		out_7seg = 7'b1000000;  
			'h1:		out_7seg = 7'b1111001;  
			'h2:		out_7seg = 7'b0100100;  
			'h3:		out_7seg = 7'b0110000;  
			'h4:		out_7seg = 7'b0011001;  
			'h5:		out_7seg = 7'b0010010;  
			'h6:		out_7seg = 7'b0000010;  
			'h7:		out_7seg = 7'b1111000;  
			'h8:		out_7seg = 7'b0000000;  
			'h9:		out_7seg = 7'b0011000;  
			'hA:		out_7seg = 7'b0001000;  
			'hb:		out_7seg = 7'b0000011;  
			'hC:		out_7seg = 7'b1000110;  
			'hd:		out_7seg = 7'b0100001;  
			'hE:		out_7seg = 7'b0000110;  
			'hF:		out_7seg = 7'b0001110;  
			default:	out_7seg = 7'b0110110;  
		endcase
	end
endmodule
module stopwatch (clk_sys, rst_btn, start_btn, stop_btn, dsp_7seg);
	input clk_sys, rst_btn, start_btn, stop_btn;
	wire clk_dff;
	wire [3:0] D, Q;
	wire rst, start, stop;
	output [6:0] dsp_7seg;
	button_to_reg btnreg(
		.clk(clk_sys),
		.rst_btn(rst_btn),
		.start_btn(start_btn),
		.stop_btn(stop_btn),
		.rst_reg(rst),
		.start_reg(start),
		.stop_reg(stop)
	);
	clock_divider clkdiv(
		.clk_50MHz(clk_sys),
		.rst(rst),
		.clk_1Hz(clk_dff)
	);
	dff_4bit_v2 dff(
		.D(D),
		.Q(Q),
		.clk(clk_dff),
		.rst(rst),
		.start(start),
		.stop(stop)
	);
	hex_to_7seg dsp(
		.hex(Q),
		.out_7seg(dsp_7seg)
	);
	assign D = (Q < 9) ? Q + 1 : 0;
endmodule
</file>
<file path="./run.sh">
#!/bin/bash
# OpenROAD 26Q1-2900-gdf79404cd8, Yosys 0.63+post, stock flow scripts
make -C /OpenROAD-flow-scripts/flow DESIGN_CONFIG=/design/flow/config.mk WORK_HOME=/design/flow/orfs finish
</file>
<file path="./config.mk">
export PLATFORM = sky130hd
export DESIGN_NAME = stopwatch
export DESIGN_NICKNAME = stopwatch
export VERILOG_FILES = /design/flow/design.v
export SDC_FILE = /design/flow/constraint.sdc
export NUM_CORES = 4
export LEC_CHECK = 1
export CORE_UTILIZATION = 30
</file>
<file path="./constraint.sdc">
current_design stopwatch

set clk_period 1.0
set clk_io_pct 0.2

create_clock -name clk0 -period $clk_period [get_ports {clk_sys}]

set non_clock_inputs [all_inputs -no_clocks]
set_input_delay [expr $clk_period * $clk_io_pct] -clock clk0 $non_clock_inputs
set_output_delay [expr $clk_period * $clk_io_pct] -clock clk0 [all_outputs]
</file>
==> Changelog: implementation <==
## Implementation

- Die height: between 70 and 80 um
- Fin cells: 320
- DRT Pass-1 Iters: 4
- Final Skew: 8.466 ps
- Hold Worst Slack: 240.2 ps
- Post-synthesis cell area: approximately 1800 um^2
- CP arrival: 1930 ps
- Sequential area share after synthesis: 44.10%
- CTS Root Cell: clkbuf_8
- Top flop regs: clkdiv.count (25), dff.Q (4)
- #FFs+latches synth: 32
- H-Tree Depth: 1
- Pre-CTS WS: -724.9 ps
- Layout cell share with drive strength beyond 1: 36.69%
- DRT Wirelength: 3988 um
- RSZ-0062 raised after global routing: yes
- CP startpoint kind: flip-flop
- Initial DRC Count: around 120
- P&R area growth vs syn: 46.48%
- Yosys Chip Area: 1793 um^2
- Flip-flops with a built-in enable: 0
- Commonest flop: dfrtp_1
- Die width: ~80 um
- GRT Util Overall: 14.20%
- Syn_area_per_cell: 9.338 um^2
- First-pass GRT wire length: 7031 um
- Synth unique cells: 42
- Most frequent logic cell in the layout: buf_4
- Logic area: 1106 um^2
- CP max FO: 5
- Hpwl dp: 2719 um
- HP Class: reg -> async
- CP Class: reg -> reg
- Endpoints left unconstrained: 11
- OpenROAD warnings: 33
- Worst EP required: around 1200 ps
- # rows: 27
- Top Ports: 11
- Max reg flops: 25
- Failing checks: negative setup slack
- Async set-or-reset flop fraction in the synthesized netlist: 93.75%
- Pleak: 1.155 nW
- Core area: 5642 um^2
- Final worst setup slack: -710.7 ps
- Biggest register: clkdiv.count
- Fillcell total: 499
- Worst rel slew slack: about three fifths
- Inserted Diodes: 0
- Vias in the first global route: 1535
- Clock transition at path regs: around 100 ps
- Cells in synth_stat.txt: 192
- Final setup viols: 26
- Worst-case clock buffer depth: 2
- Top Layout Cells: buf_4, dfrtp_1, nand2_1
- Final period util: 171.1%
- WL/cell: 12.46 um
- Largest net degree at the start of global routing: 31
- Antenna violations before repair: 0
- Fmax: 584.6 MHz
- Instance count of the mapped netlist: 192
- Pwr dens: ~800 nW/um^2
- TritonCTS buffer count: 3
- Total grt overflow: 0
- Hold Vio Cnt, Final: 0
- Vias per cell: 4.959
- Tot Pwr: 0.002112 W
- Register pins left without a clock: 4
- Placed insts: 308
- Fp util: between 30% and 40%
- Worst vdd ir: 0.6765 mV
- CTS tree: yes
- Number of max-cap violations: 0
- GPL Wtd Cong: 0.7785
- Remaining antenna violation count after routing: 0
- # hold bufs at CTS: 0
- Status: finished with violations
- Tightest Pin Transition: 606.8 ps
- Late-Pin Clk Latency: 280 ps
- # DRC: 0
- Sum Neg Setup Slack: -12700 ps
- Port buffer count: 10
- Slew Viols, Final: 0
- Storage element area: 792.0 um^2
- Element type at the critical path end: flip-flop
- Die area: 6290 um^2
- Ys Warns: 4
- Final min period: 1711 ps
- Via count: approximately 1600
-- path summary, 6_finish.rpt --
kind / start / end / slack (ps) / depth (start not counted)
worst max-delay path: clkdiv.count[9] / clkdiv.count[21] / -710 / 4
worst min register to register: btnreg.rst_reg / clkdiv.count[16] / 240 / 2
min in group clk0: rst_btn / btnreg.stop_reg / 490 / 2
worst max register to register: clkdiv.count[9] / clkdiv.count[21] / -710 / 4
max in group asynchronous: btnreg.rst_reg / clkdiv.count[15] / 580 / 2
worst min-delay path: btnreg.rst_reg / clkdiv.count[16] / 240 / 2
-- layer usage --
metal	GRT usage (%)	routed length (um)	up-vias
met3	1.167	63	5
met1	22.04	2024	763
met4	1.455	51	0
met5	0	0	-
li1	-	-	803
met2	22.93	1849	16
-- layout make-up --
class                           count  area share, %
Inverter                            7          1.000
Sequential cell                    32          30.16
Clock buffer                        3          1.572
Clock inverter                      1          1.143
Timing Repair Buffer               62          20.58
Multi-Input combinational cell    143          42.12
Tap cell                           72          3.430
-- worst max-delay path, stage by stage (launching register included) --
cell	delay [ps]
dfrtp_1	410
nand2_1	110
or4_4	580
or4_4	430
a21oi_2	120
-- through the flow --
step | utilization [%] | cell area, um^2
finish | 46.55 | 2626
global route | 46.55 | 2626
CTS | 44.98 | 2537
detailed placement | 41.10 | 2318
global placement | 41.10 | 2318
floorplan | - | 1856
-- what timing repair did --
| action | CTS | global route |
|---|---|---|
| pin swaps | 11 | 9 |
| setup buffers | 7 | 4 |
| resized | 25 | 16 |
| setup endpoints to repair | 26 | 26 |
-- cell usage after synthesis (all sizes together) (3+ instances only) --
cell	n	area share, %
a21oi	13	3.8
and4	4	2.0
buf	4	1.2
clkbuf	6	1.3
dfrtp	30	42
ha	7	4.9
inv	7	1.5
mux2i	3	1.7
nand2	17	3.6
nand2b	3	1.0
nand3	9	2.5
nand4	10	3.5
nor2	15	3.1
nor2b	4	1.4
nor3	3	0.84
o21ai	8	2.2
o31ai	5	2.1
or3	3	1.0
or4	4	2.1
xnor2	9	4.4
xor2	7	3.4
-- power breakdown --
| group | internal [W] | leakage [nW] | switching (W) |
|---|---|---|---|
| Sequential | 0.00113 | 0.405 | 0.00000223 |
| Combinational | 0.0000320 | 0.714 | 0.0000424 |
| Clock | 0.000536 | 0.0357 | 0.000364 |
| Total | 0.00170 | 1.15 | 0.000409 |
-- logic make-up (layout without fill, tap and decap cells) --
logic type / after synthesis / in the layout / share of synthesized area, %
flops: 32 / 32 / 44.10
fa+ha+maj: 7 / 7 / 4.885
simple gates: 84 / 84 / 26.03
mux: 4 / 4 / 2.303
buf+inv: 17 / 73 / 3.908
compound gates: 32 / 32 / 10.96
xor+xnor: 16 / 16 / 7.816
Power and IR drop assume default switching activity.
