==> design.v <==
module demo_7seg (s, dsp);
	input [9:0] s;
	output [6:0] dsp;
	wire [6:0] hex_in;
	hex_to_7seg uut(
		.hex(hex_in),
		.out_7seg(dsp)
	);
	assign hex_in = (s[0] + s[2] + s[4] + s[6] + s[8]) * 2 + s[1] + s[3] + s[5] + s[7] + s[9];
endmodule
module hex_to_7seg (hex, out_7seg);
	input [3:0] hex;
	output reg [6:0] out_7seg;
	always @* begin
		case (hex)
			'h0:		out_7seg = 7'b1000000;  
			'h1:		out_7seg = 7'b1111001;  
			'h2:		out_7seg = 7'b0100100;  
			'h3:		out_7seg = 7'b0110000;  
			'h4:		out_7seg = 7'b0011001;  
			'h5:		out_7seg = 7'b0010010;  
			'h6:		out_7seg = 7'b0000010;  
			'h7:		out_7seg = 7'b1111000;  
			'h8:		out_7seg = 7'b0000000;  
			'h9:		out_7seg = 7'b0011000;  
			'hA:		out_7seg = 7'b0001000;  
			'hb:		out_7seg = 7'b0000011;  
			'hC:		out_7seg = 7'b1000110;  
			'hd:		out_7seg = 7'b0100001;  
			'hE:		out_7seg = 7'b0000110;  
			'hF:		out_7seg = 7'b0001110;  
			default:	out_7seg = 7'b0110110;  
		endcase
	end
endmodule
==> run.sh <==
#!/bin/bash
# OpenROAD 26Q1-2900-gdf79404cd8, Yosys 0.63+post, stock flow scripts
make -C /OpenROAD-flow-scripts/flow DESIGN_CONFIG=/design/flow/config.mk WORK_HOME=/design/flow/orfs finish
==> config.mk <==
export PLATFORM = sky130hd
export DESIGN_NAME = demo_7seg
export DESIGN_NICKNAME = demo_7seg
export VERILOG_FILES = /design/flow/design.v
export SDC_FILE = /design/flow/constraint.sdc
export NUM_CORES = 4
export LEC_CHECK = 1
export CORE_AREA = 10 10 70 70
export DIE_AREA = 0 0 80 80
==> constraint.sdc <==
current_design demo_7seg

set clk_period 6.9
set clk_io_pct 0.2

create_clock -name clk0 -period $clk_period

set non_clock_inputs [all_inputs -no_clocks]
set_input_delay [expr $clk_period * $clk_io_pct] -clock clk0 $non_clock_inputs
set_output_delay [expr $clk_period * $clk_io_pct] -clock clk0 [all_outputs]
==> job_summary.md <==
### Yosys + OpenROAD results

| Metric | Value |
|---|---|
| Status | finished, final reports clean |
| Worst slack, placed | ~320 ps |
| P per Cell Area | roughly 270 mW/mm^2 |
| # DRC | 0 |
| Mean Syn Cell Area | 8.19 um^2 |
| Fill cell count | 392 |
| Post-CTS setup buffer count | 0 |
| Drt total wl | about 1200 um |
| RSZ-0062 raised after global routing | no |
| Sequential cell count | 0 |
| Placed instance count | between 100 and 150 |
| Critical Path Start Type | input pin |
| Via count | 522 |
| Worst endpoint required time | approximately 5500 ps |
| Top-area cell type share of the netlist area | 18.5% |
| GP Congestion | between 0.7 and 0.8 |
| DRT Pass-1 Iters | 4 |
| Overall power | between 200 and 250 uW |
| Port-buffer cells | 17 |
| Worst Hold Depth | 5 |
| Share of post-route cells with drive strength above 1 | under 10% |
| Tool warnings | 36 |
| DRT iter0 DRCs | 40 |
| Final setup viols | 0 |
| Initial Util | approximately 16% |
| Gr ovfl total | 0 |
| Final HPWL DP | between 1000 and 1500 um |
| Number of global-route vias before repair | ~500 |
| Fin cells | between 100 and 150 |
| Drt wl/cell | roughly 9.4 um |
| Reg area | 0 um^2 |
| Initial antenna violation count | 0 |
| Area leader, netlist | fa_1 |
| Mapped cell area | 541 um^2 |
| Post-Syn Instances | ~66 |
| Final Hold Vio Count | 0 |
| Sequential fraction of the synthesis area | 0% |
| Setup Crit Path Kind | in -> out |
| Achievable Freq | about 150 MHz |
| Synth cell count leaders | inv_1, ha_1, nand2_1 |
| Netlist cell types | 32 |
| Total die size | approximately 0.0064 mm^2 |
| Slew headroom | 74.0% |
| Worst hold path class | in -> out |
| Worst setup margin | 347 ps |
| Ys cells | between 60 and 70 |
| Leakage dissipation | between 0.0003 and 0.0004 uW |
| Die width | 80 um |
| Sum Neg Setup Slack | 0 ps |
| Routed Antenna Nets | 0 |
| Core area | around 0.0034 mm^2 |
| Tcrit/Tclk final | a little over nine tenths |
| Critical path peak fanout | 9 |
| I/O Pins | 17 |
| Pins Over Slew Limit | 0 |
| Post-CTS sizing | 0 |
| Critical path data arrival time | 5170 ps |
| Vias per inst | 4.11 |
| Critical Path Start | s[0] |
| Worst-Margin Slew | just under 400 ps |
| Min-Delay Endpoint | dsp[4] |
| Max-Cap Viols | 0 |
| Largest net degree at the start of global routing | 12 |
| ANT cells | 0 |
| Layout clock buffer count | 0 |
| Fin crit period | ~6600 ps |
| Total Routing Usage GR | roughly 4.1% |
| Area grow syn2layout | 39.4% |
| Hold Path Origin | s[9] |
| Synthesis area per yosys | about 540 um^2 |
| Die outline height | around 80 um |
| First-pass GRT wire length | between 2000 and 2500 um |
| Warnings, synthesis | 2 |
| Setup crit end kind | output port |
| Largest cells by area | fa_1, ha_1, inv_1 |
| Most common cell in the netlist | inv_1 |
| VDD IR max | between 70 and 80 uV |
| Std cell rows | 21 |
| Hold Buf Count CTS | 0 |
[area by class of cell]
type               count  area [um^2]  area share, %
repair buffers        17          170           22.6
multi-input cells     51          477           63.3
well taps             46         57.6           7.64
inverters             13         48.8           6.48
[cells by family (layout without fill, tap and decap cells)]
family	after synthesis	count (layout)	share of synthesized area [%]
simple gates	18	18	20.4
buf+inv	15	30	11.8
xor+xnor	2	2	4.63
fa+ha+maj	12	12	34.7
compound gates	19	19	28.5
[cell usage in the layout, fill, tap and decap left out, types with 2 or more instances in the layout]
master	instances
nand3_1	3
o211ai_1	2
or2b_1	2
a21oi_1	2
inv_1	13
clkdlybuf4s50_1	17
and3_4	2
o221ai_1	2
ha_1	7
nand2_1	6
fa_1	5
[through the flow]
stage                     cell area (um^2)  util [%]  hold WS, ps
after floorplan                        541         -         3070
after global routing                   753      22.1         4220
after CTS                              753      22.1         4160
after global placement                 753      22.1         4140
final                                  753      22.1         4140
after detailed placement               753      22.1         4160
[routing by layer]
| layer | vias to the layer above | track usage, % | wire [um] |
|---|---|---|---|
| met3 | 0 | 0.341 | 51 |
| li1 | 265 | - | - |
| met4 | 0 | 0 | 0 |
| met2 | 12 | 7.46 | 612 |
| met1 | 245 | 5.37 | 536 |
| met5 | - | 0 | 0 |
[worst max-delay path: stages]
cell	delay [ps]
clkdlybuf4s50_1	460
inv_1	50
fa_1	540
fa_1	450
fa_1	630
inv_1	100
ha_1	410
and3b_2	240
a311oi_1	190
o22ai_1	110
o21ai_1	130
clkdlybuf4s50_1	480
[how the worst max path moves through the flow]
stage | endpoint | slack (ps) | cells past startpoint
CTS | dsp[3] | 300 | 12
global route | dsp[3] | 160 | 12
finish | dsp[3] | 350 | 12
[power breakdown]
group | total, uW | switching [uW] | internal [uW]
combinational | 205 | 91.8 | 113
sequential | 0 | 0 | 0
clock | 0 | 0 | 0
total | 205 | 91.8 | 113
Power and IR drop assume default switching activity.
