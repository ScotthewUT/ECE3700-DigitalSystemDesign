==> /design/flow/design.v <==
module hierarch_adder_8bit(A_msb, A_lsb, B_msb, B_lsb, carry_in, carry_out, sum);
input [3:0] A_msb, A_lsb, B_msb, B_lsb;
input carry_in;
output carry_out;
output [7:0] sum;
wire carry;
lookahead_adder_4bit cla30(
	.A(A_lsb),
	.B(B_lsb),
	.carry_in(carry_in),
	.carry_out(carry),
	.sum(sum[3:0])
);
lookahead_adder_4bit cla74(
	.A(A_msb),
	.B(B_msb),
	.carry_in(carry),
	.carry_out(carry_out),
	.sum(sum[7:4])
);
endmodule
module lookahead_adder_4bit(A, B, carry_in, carry_out, sum);
input [3:0] A, B;
input carry_in;
output carry_out;
output [3:0] sum;
wire [3:0] gen, pro, car;
assign gen = A & B;
assign pro = A ^ B;
assign car[0] = carry_in;
assign car[1] = gen[0] | (pro[0] & car[0]);
assign car[2] = gen[1] | (pro[1] & gen[0]) | (pro[1] & pro[0] & car[0]);
assign car[3] = gen[2] | (pro[2] & gen[1]) | (pro[2] & pro[1] & gen[0]) | (pro[2] & pro[1] & pro[0] & car[0]);
assign carry_out = gen[3] | (pro[3] & gen[2]) | (pro[3] & pro[2] & gen[1]) | (pro[3] & pro[2] & pro[1] & gen[0]) |(pro[3] & pro[2] & pro[1] & pro[0] & car[0]);
assign sum = pro ^ car;
endmodule
==> /design/flow/run.sh <==
#!/bin/bash
# OpenROAD 26Q1-2900-gdf79404cd8, Yosys 0.63+post, stock flow scripts
make -C /OpenROAD-flow-scripts/flow DESIGN_CONFIG=/design/flow/config.mk WORK_HOME=/design/flow/orfs finish
==> /design/flow/config.mk <==
export PLATFORM = sky130hd
export DESIGN_NAME = hierarch_adder_8bit
export DESIGN_NICKNAME = hierarch_adder_8bit
export VERILOG_FILES = /design/flow/design.v
export SDC_FILE = /design/flow/constraint.sdc
export NUM_CORES = 4
export LEC_CHECK = 1
export CORE_AREA = 10 10 70 70
export DIE_AREA = 0 0 80 80
==> /design/flow/constraint.sdc <==
current_design hierarch_adder_8bit

set clk_period 10.2
set clk_io_pct 0.2

create_clock -name clk0 -period $clk_period

set non_clock_inputs [all_inputs -no_clocks]
set_input_delay [expr $clk_period * $clk_io_pct] -clock clk0 $non_clock_inputs
set_output_delay [expr $clk_period * $clk_io_pct] -clock clk0 [all_outputs]
==> report_table.html <==
<p>Metrics extracted from the flow reports.</p>
<table>
<tr><th>Metric</th><th>Value</th></tr>
<tr><th colspan="2">Outcome</th></tr>
<tr><td>Run status</td><td>complete, no violations</td></tr>
<tr><th colspan="2">Setup path</th></tr>
<tr><td>Critical setup path kind</td><td>input pin to output port</td></tr>
<tr><td>Type of destination of the critical path</td><td>output port</td></tr>
<tr><td>Maximum fanout encountered on the critical timing path</td><td>4</td></tr>
<tr><td>WP data required</td><td>8.16 ns</td></tr>
<tr><td>Worst endpoint data arrival time</td><td>4.69 ns</td></tr>
<tr><td>Type of element launching the critical path</td><td>input pin</td></tr>
<tr><td>Crit path from</td><td>A_lsb[2]</td></tr>
<tr><th colspan="2">Floorplanning</th></tr>
<tr><td>Area of the core</td><td>3420 um2</td></tr>
<tr><td>Ports</td><td>26</td></tr>
<tr><td>Placement Rows</td><td>21</td></tr>
<tr><td>Full die area</td><td>6400 um2</td></tr>
<tr><td>Floorplan Utilization</td><td>9.12%</td></tr>
<tr><td>Vert. Die Dim</td><td>80 um</td></tr>
<tr><td>Horizontal die dimension</td><td>80 um</td></tr>
<tr><th colspan="2">Synth</th></tr>
<tr><td>Largest non-sequential cell family by area</td><td>adder cells</td></tr>
<tr><td>Area fraction in full adders, half adders and majority gates</td><td>45.0%</td></tr>
<tr><td>Simple Share, Synth</td><td>11.2%</td></tr>
<tr><td>Synth mux share</td><td>0%</td></tr>
<tr><td>Area fraction in compound gates after synthesis</td><td>23.7%</td></tr>
<tr><td>Chip area estimate from yosys synthesis</td><td>312 um2</td></tr>
<tr><td>Synth Seq Share</td><td>0%</td></tr>
<tr><td>Total of warnings raised by yosys</td><td>0</td></tr>
<tr><td>Instance tally after logic synthesis</td><td>36</td></tr>
<tr><td>Synth Cell Area</td><td>312 um2</td></tr>
<tr><td>Synthesized-area fraction occupied by xor and xnor cells</td><td>14.1%</td></tr>
<tr><td>Avg Synthesized Cell Area</td><td>8.65 um2</td></tr>
<tr><td>Number of cells in the yosys synthesis report</td><td>36</td></tr>
<tr><td>Distinct cell type count after synthesis</td><td>18</td></tr>
<tr><th colspan="2">Clock network</th></tr>
<tr><td>Number of buffers inserted by post-CTS setup repair</td><td>0</td></tr>
<tr><td>Post-CTS Resized</td><td>0</td></tr>
<tr><td>Count of hold-fix buffers inserted at cts</td><td>0</td></tr>
<tr><th colspan="2">Placement</th></tr>
<tr><td>Count of buffers from port buffering</td><td>26</td></tr>
<tr><td>Final GP Congestion</td><td>0.746</td></tr>
<tr><td>Cell Area, Placed</td><td>629 um2</td></tr>
<tr><td>Post-DP HPWL</td><td>925 um</td></tr>
<tr><th colspan="2">Timing</th></tr>
<tr><td>Unrepaired setup endpoints after global routing</td><td>no</td></tr>
<tr><td>Final number of setup-violating endpoints</td><td>0</td></tr>
<tr><td>Maximum clock frequency</td><td>0.149 GHz</td></tr>
<tr><td>Time the worst path needs with I/O delays and setup</td><td>6.73 ns</td></tr>
<tr><td>Setup TNS after final layout</td><td>0 ns</td></tr>
<tr><td>Worst max-slew margin expressed relative to the limit</td><td>85.5%</td></tr>
<tr><td>Final Hold Violation Tally</td><td>0</td></tr>
<tr><td>Pins over their slew limit</td><td>0</td></tr>
<tr><td>Tcrit/Tclk final</td><td>66.0%</td></tr>
<tr><td>Slew @ Worst Pin</td><td>0.217 ns</td></tr>
<tr><th colspan="2">Layout</th></tr>
<tr><td>Most frequent logic cell in the layout</td><td>sky130_fd_sc_hd__clkdlybuf4s50_1</td></tr>
<tr><td>Commonest non-fill, non-tap cells in the layout</td><td>sky130_fd_sc_hd__clkdlybuf4s50_1, sky130_fd_sc_hd__ha_1, sky130_fd_sc_hd__inv_1</td></tr>
<tr><td>Design area</td><td>629 um2</td></tr>
<tr><td>Final core occ</td><td>18.4%</td></tr>
<tr><td>Proportion of layout cells with a drive suffix above 1</td><td>1.61%</td></tr>
<tr><td>Signed area change from the synthesized netlist to the final layout</td><td>102%</td></tr>
<tr><td>FF+latch area</td><td>0 um2</td></tr>
<tr><td>Number of sequential cells</td><td>0</td></tr>
<tr><td>Tally of clock buffers in the finished layout</td><td>0</td></tr>
<tr><th colspan="2">GRT</th></tr>
<tr><td>First-pass GRT wire length</td><td>1540 um</td></tr>
<tr><td>GRT Resource Usage Total</td><td>2.84%</td></tr>
<tr><td>Largest net degree at the start of global routing</td><td>5</td></tr>
<tr><td>Number of global-route vias before repair</td><td>368</td></tr>
<tr><td>Antenna violations before repair</td><td>0</td></tr>
<tr><td>Overflow after GRT</td><td>0</td></tr>
<tr><th colspan="2">Drt</th></tr>
<tr><td>DRC violation count after routing</td><td>0</td></tr>
<tr><td>Total Wirelength</td><td>966 um</td></tr>
<tr><td>Diodes inserted</td><td>0</td></tr>
<tr><td>Routed Antenna Nets</td><td>0</td></tr>
<tr><td>Number of vias after detailed routing</td><td>351</td></tr>
<tr><td>Total iterations of the first detailed-routing run</td><td>4</td></tr>
<tr><td>Detail-routed via count per cell</td><td>3.25</td></tr>
<tr><td>DRT iter0 DRCs</td><td>1</td></tr>
<tr><td>Routed wire length per instance</td><td>8.94 um</td></tr>
<tr><th colspan="2">Hold path</th></tr>
<tr><td>Startpoint of the tightest hold check path</td><td>B_lsb[0]</td></tr>
<tr><td>Hold Crit Class</td><td>input pin to output port</td></tr>
<tr><th colspan="2">Power</th></tr>
<tr><td>Reported leakage power</td><td>0.000281 uW</td></tr>
<tr><td>Power density normalized to cell area</td><td>58.3 nW/um2</td></tr>
<tr><td>Maximum resistive drop on vdd</td><td>0.0193 mV</td></tr>
<tr><th colspan="2">Job</th></tr>
<tr><td>Count of tool warnings</td><td>32</td></tr>
<tr><td>Count of maximum capacitance violations</td><td>0</td></tr>
</table>
power by group:
part | leakage, uW | switching (uW) | internal (uW)
logic | 0.000281 | 10.9 | 25.7
registers | 0 | 0 | 0
clock network | 0 | 0 | 0
total | 0.000281 | 10.9 | 25.7
through the flow:
stage / hold WS [ns] / setup WS [ns] / total power, uW / cells
after detailed placement: 5.18 / 3.45 / 37.6 / 108
after global placement: 5.18 / 3.50 / 37.1 / 108
after global routing: 5.24 / 3.34 / 41.8 / 108
final: 5.16 / 3.47 / 36.7 / 108
after CTS: 5.18 / 3.45 / 37.8 / 108
after floorplan: 4.19 / 4.47 / 13.5 / 36
critical path, stage by stage:
cell                              delay [ns]
sky130_fd_sc_hd__clkdlybuf4s50_1        0.41
sky130_fd_sc_hd__ha_1                   0.35
sky130_fd_sc_hd__and3_1                 0.20
sky130_fd_sc_hd__a221o_1                0.37
sky130_fd_sc_hd__or2_2                  0.30
sky130_fd_sc_hd__fa_1                   0.38
sky130_fd_sc_hd__xor2_1                 0.16
sky130_fd_sc_hd__clkdlybuf4s50_1        0.48
cell type report:
class,count,area [um2]
well taps,46,57.6
fillers,392,2790
multi-input cells,31,293
inverters,5,18.8
repair buffers,26,260
worst paths after layout:
| check | slack [ns] | to | depth (start not counted) |
|---|---|---|---|
| setup / recovery | 3.47 | sum[5] | 8 |
| hold / removal | 5.16 | sum[0] | 5 |
cell families after synthesis:
logic type / count (synthesis)
AND/OR/NAND/NOR: 6
adder cells (fa/ha/maj): 10
AND-OR/OR-AND: 10
XOR/XNOR: 5
buffers and inverters: 5
layer usage:
layer | vias to the layer above | global-route usage, % | part of all wire, %
met2 | 20 | 4.41 | 35
li1 | 180 | - | -
met1 | 151 | 3.71 | 49
met5 | - | 0 | 0
met4 | 0 | 0 | 0
met3 | 0 | 1.36 | 15
cell usage after synthesis (all sizes together):
| master | count | area (um2) |
|---|---|---|
| a221o | 1 | 10.0 |
| or2 | 2 | 12.5 |
| fa | 2 | 40.0 |
| o21ai | 1 | 5.00 |
| ha | 8 | 100 |
| o22ai | 1 | 6.26 |
| o21a | 2 | 15.0 |
| xnor2 | 3 | 26.3 |
| inv | 5 | 18.8 |
| a21o | 2 | 15.0 |
| and3 | 2 | 12.5 |
| a211o | 1 | 8.76 |
| o22a | 1 | 8.76 |
| a21oi | 1 | 5.00 |
| xor2 | 2 | 17.5 |
| nor2b | 1 | 6.26 |
| nor2 | 1 | 3.75 |
No activity file was given, so power comes from the tool's default toggle rates.
